`design/flow/config.mk`:
```
export PLATFORM = sky130hd
export DESIGN_NAME = romix_memory
export DESIGN_NICKNAME = romix_memory
export VERILOG_FILES = /design/flow/design.v
export SDC_FILE = /design/flow/constraint.sdc
export NUM_CORES = 4
export LEC_CHECK = 1
export CORE_AREA = 10 10 299 299
export DIE_AREA = 0 0 309 309
```
`design/flow/constraint.sdc`:
```
current_design romix_memory

set clk_period 21.9
set clk_io_pct 0.2

create_clock -name clk0 -period $clk_period [get_ports {clk}]

set non_clock_inputs [all_inputs -no_clocks]
set_input_delay [expr $clk_period * $clk_io_pct] -clock clk0 $non_clock_inputs
set_output_delay [expr $clk_period * $clk_io_pct] -clock clk0 [all_outputs]
```
`design/flow/design.v`:
```
module romix_memory (
    input  logic        clk,
    input  logic        rst_n,
    input  logic        start,
    input  logic [255:0] input_data,
    input  logic [31:0]  n_param,
    input  logic [31:0]  r_param,
    output logic [255:0] output_data,
    output logic        done,
    output logic        busy
);
    localparam int MEMORY_DEPTH = 1024;
    localparam int MEMORY_WIDTH = 1024;
    logic [MEMORY_WIDTH-1:0] memory_array [0:MEMORY_DEPTH-1];
    logic [MEMORY_WIDTH-1:0] memory_data_in;
    logic [MEMORY_WIDTH-1:0] memory_data_out;
    logic [31:0]             memory_addr;
    logic                    memory_write_en;
    logic                    memory_read_en;
    logic [255:0]            x_current;
    logic [255:0]            x_next;
    logic [31:0]             i_counter;
    logic [31:0]             j_counter;
    logic [31:0]             n_minus_1;
    logic [2:0]              state;
    logic                    salsa_start;
    logic                    salsa_done;
    logic                    salsa_busy;
    logic [1023:0]           salsa_input;
    logic [1023:0]           salsa_output;
    typedef enum logic [2:0] {
        IDLE,
        INIT_MEMORY,
        MEMORY_WRITE,
        MEMORY_READ,
        SALSA_MIX,
        FINAL_XOR,
        DONE
    } state_t;
    state_t current_state, next_state;
    salsa20_core salsa_inst (
        .clk(clk),
        .rst_n(rst_n),
        .start(salsa_start),
        .data_in(salsa_input),
        .data_out(salsa_output),
        .done(salsa_done),
        .busy(salsa_busy)
    );
    always_ff @(posedge clk or negedge rst_n) begin
        if (!rst_n) begin
            current_state <= IDLE;
        end else begin
            current_state <= next_state;
        end
    end
    always_comb begin
        next_state = current_state;
        case (current_state)
            IDLE: begin
                if (start) next_state = INIT_MEMORY;
            end
            INIT_MEMORY: begin
                if (i_counter == n_param) next_state = MEMORY_READ;
                else next_state = MEMORY_WRITE;
            end
            MEMORY_WRITE: begin
                if (salsa_done) next_state = INIT_MEMORY;
            end
            MEMORY_READ: begin
                if (j_counter == n_param) next_state = FINAL_XOR;
                else next_state = SALSA_MIX;
            end
            SALSA_MIX: begin
                if (salsa_done) next_state = MEMORY_READ;
            end
            FINAL_XOR: begin
                next_state = DONE;
            end
            DONE: begin
                next_state = IDLE;
            end
        endcase
    end
    assign busy = (current_state != IDLE && current_state != DONE);
    assign done = (current_state == DONE);
    assign salsa_start = (current_state == MEMORY_WRITE || current_state == SALSA_MIX);
    assign memory_write_en = (current_state == MEMORY_WRITE && salsa_done);
    assign memory_read_en = (current_state == MEMORY_READ);
    always_ff @(posedge clk or negedge rst_n) begin
        if (!rst_n) begin
            i_counter <= 32'd0;
            j_counter <= 32'd0;
            n_minus_1 <= 32'd0;
        end else begin
            case (current_state)
                IDLE: begin
                    i_counter <= 32'd0;
                    j_counter <= 32'd0;
                    n_minus_1 <= n_param - 1'b1;
                end
                INIT_MEMORY: begin
                    if (i_counter < n_param) begin
                        i_counter <= i_counter + 1'b1;
                    end
                end
                MEMORY_READ: begin
                    if (j_counter < n_param) begin
                        j_counter <= j_counter + 1'b1;
                    end
                end
                FINAL_XOR: begin
                    i_counter <= 32'd0;
                    j_counter <= 32'd0;
                end
            endcase
        end
    end
    always_ff @(posedge clk or negedge rst_n) begin
        if (!rst_n) begin
            memory_addr <= 32'd0;
        end else begin
            case (current_state)
                IDLE: begin
                    memory_addr <= 32'd0;
                end
                MEMORY_WRITE: begin
                    memory_addr <= i_counter;
                end
                MEMORY_READ: begin
                    memory_addr <= j_counter;
                end
            endcase
        end
    end
    always_ff @(posedge clk or negedge rst_n) begin
        if (!rst_n) begin
            x_current <= 256'd0;
            x_next <= 256'd0;
        end else begin
            case (current_state)
                IDLE: begin
                    x_current <= input_data;
                    x_next <= 256'd0;
                end
                MEMORY_WRITE: begin
                    if (salsa_done) begin
                        x_current <= salsa_output[255:0];
                        x_next <= salsa_output[255:0];
                    end
                end
                SALSA_MIX: begin
                    if (salsa_done) begin
                        x_current <= salsa_output[255:0];
                        x_next <= salsa_output[255:0];
                    end
                end
            endcase
        end
    end
    always_ff @(posedge clk) begin
        if (memory_write_en) begin
            memory_array[memory_addr] <= memory_data_in;
        end
    end
    always_comb begin
        memory_data_out = memory_array[memory_addr];
    end
    always_comb begin
        case (current_state)
            MEMORY_WRITE: begin
                salsa_input = {x_current, 768'd0};
            end
            SALSA_MIX: begin
                salsa_input = {x_current ^ memory_data_out[255:0], memory_data_out[1023:256]};
            end
            default: begin
                salsa_input = 1024'd0;
            end
        endcase
    end
    always_comb begin
        memory_data_in = salsa_output;
    end
    assign output_data = x_current;
endmodule
module salsa20_core (
    input  logic        clk,
    input  logic        rst_n,
    input  logic        start,
    input  logic [1023:0] data_in,
    output logic [1023:0] data_out,
    output logic        done,
    output logic        busy
);
    logic [31:0] x[0:15];
    logic [31:0] y[0:15];
    logic [4:0]  round;
    logic [2:0]  state;
    typedef enum logic [2:0] {
        IDLE,
        PROCESS,
        FINAL
    } state_t;
    state_t current_state, next_state;
    always_ff @(posedge clk or negedge rst_n) begin
        if (!rst_n) begin
            current_state <= IDLE;
        end else begin
            current_state <= next_state;
        end
    end
    always_comb begin
        next_state = current_state;
        case (current_state)
            IDLE: begin
                if (start) next_state = PROCESS;
            end
            PROCESS: begin
                if (round == 5'd7) next_state = FINAL;
            end
            FINAL: begin
                next_state = IDLE;
            end
        endcase
    end
    assign busy = (current_state != IDLE);
    assign done = (current_state == FINAL);
    always_ff @(posedge clk or negedge rst_n) begin
        if (!rst_n) begin
            round <= 5'd0;
        end else if (current_state == PROCESS) begin
            if (round == 5'd7) begin
                round <= 5'd0;
            end else begin
                round <= round + 1'b1;
            end
        end
    end
    always_ff @(posedge clk) begin
        if (start) begin
            for (int i = 0; i < 16; i++) begin
                x[i] <= data_in[1023-i*32:992-i*32];
            end
        end
    end
    function automatic logic [31:0] quarterround(
        input logic [31:0] a, b, c, d
    );
        logic [31:0] temp;
        temp = a + d;
        temp = {temp[6:0], temp[31:7]} ^ b;
        b = b + temp;
        b = {b[16:0], b[31:17]} ^ c;
        c = c + b;
        c = {c[8:0], c[31:9]} ^ d;
        d = d + c;
        d = {d[0], d[31:1]} ^ a;
        a = a + d;
        quarterround = a;
    endfunction
    always_ff @(posedge clk) begin
        if (current_state == PROCESS) begin
            y[0] <= quarterround(x[0], x[4], x[8],  x[12]);
            y[5] <= quarterround(x[5], x[9], x[13], x[1]);
            y[10] <= quarterround(x[10], x[14], x[2], x[6]);
            y[15] <= quarterround(x[15], x[3], x[7], x[11]);
            y[1] <= quarterround(x[1], x[5], x[9],  x[13]);
            y[6] <= quarterround(x[6], x[10], x[14], x[2]);
            y[11] <= quarterround(x[11], x[15], x[3], x[7]);
            y[12] <= quarterround(x[12], x[0], x[4], x[8]);
            y[2] <= x[2];
            y[3] <= x[3];
            y[4] <= x[4];
            y[7] <= x[7];
            y[8] <= x[8];
            y[9] <= x[9];
            y[13] <= x[13];
            y[14] <= x[14];
        end
    end
    always_comb begin
        for (int i = 0; i < 16; i++) begin
            data_out[1023-i*32:992-i*32] = y[i];
        end
    end
endmodule
```
`design/flow/run.sh`:
```
#!/bin/bash
# OpenROAD 26Q1-2900-gdf79404cd8, Yosys 0.63+post, stock flow scripts
make -C /OpenROAD-flow-scripts/flow DESIGN_CONFIG=/design/flow/config.mk WORK_HOME=/design/flow/orfs finish
```
==> flow_summary.html <==
<h2>Synthesis and place &amp; route</h2>
<table>
<tr><th>Metric</th><th>Value</th></tr>
<tr><th colspan="2">Setup path</th></tr>
<tr><td>Origin of the critical flop-to-flop path</td><td>current_state[1]</td></tr>
<tr><td>R2r setup slk</td><td>around 18 ns</td></tr>
<tr><td>Required time at the endpoint of the critical path</td><td>between 20 and 25 ns</td></tr>
<tr><td>Sort of element at the start of the critical path</td><td>input pin</td></tr>
<tr><td>Kind of critical path</td><td>in -&gt; reg</td></tr>
<tr><td>FF-to-FF End</td><td>x_current[52]</td></tr>
<tr><td>Critical path capture point type</td><td>flop</td></tr>
<tr><td>Worst reg-to-reg path cell count</td><td>7</td></tr>
<tr><td>Maximum net fanout on the critical path</td><td>14</td></tr>
<tr><td>Arrival time at the worst endpoint</td><td>between 7 and 8 ns</td></tr>
<tr><th colspan="2">Final timing</th></tr>
<tr><td>RSZ-0062 raised after global routing</td><td>false</td></tr>
<tr><td>Endpoints failing hold</td><td>0</td></tr>
<tr><td>Number of max-slew violations in the final report</td><td>0</td></tr>
<tr><td>Clock tree skew after final layout</td><td>0.0157 ns</td></tr>
<tr><td>Total negative setup slack</td><td>0 ns</td></tr>
<tr><td>Total setup violations reported at the end of the flow</td><td>0</td></tr>
<tr><td>Post-route fraction of the period consumed by the critical path</td><td>32.7%</td></tr>
<tr><td>FMAX</td><td>140 MHz</td></tr>
<tr><td>Slew HR</td><td>a little over a third</td></tr>
<tr><td>Post-layout minimum cycle time</td><td>7.17 ns</td></tr>
<tr><td>Worst Max-Slew Pin Slew</td><td>0.970 ns</td></tr>
<tr><th colspan="2">Synth</th></tr>
<tr><td>And+or+nand+nor area frac</td><td>under 10%</td></tr>
<tr><td>AND-OR/OR-AND Cells, Area Fraction</td><td>8.58%</td></tr>
<tr><td>YS chip area</td><td>about 15000 um2</td></tr>
<tr><td>Synth Instances</td><td>between 1000 and 1500</td></tr>
<tr><td>Asr flop ratio synth</td><td>100%</td></tr>
<tr><td>Post-Synth XOR/XNOR Area</td><td>less than 1%</td></tr>
<tr><td>Total cells reported by yosys after synthesis</td><td>approximately 1300</td></tr>
<tr><td>Cell Type Count</td><td>roughly 53</td></tr>
<tr><td>Cell area after synthesis</td><td>15400 um2</td></tr>
<tr><td>Number of flops mapped to enable cells by yosys</td><td>0</td></tr>
<tr><td>Area fraction in mux cells</td><td>around a fifth</td></tr>
<tr><td>Sequential share of the synthesized area</td><td>53.9%</td></tr>
<tr><td>Top logic family</td><td>multiplexers</td></tr>
<tr><td>Commonest flop</td><td>sky130_fd_sc_hd__dfrtp_1</td></tr>
<tr><td>Adder Share, Synth</td><td>5.45%</td></tr>
<tr><td>Tally of yosys warning messages</td><td>~260</td></tr>
<tr><td>Post-Syn Area per Cell</td><td>12.2 um2</td></tr>
<tr><td>Number of register bits inferred by synthesis</td><td>331</td></tr>
<tr><th colspan="2">Place</th></tr>
<tr><td>Final weighted congestion of routability-driven global placement</td><td>between 0.8 and 0.9</td></tr>
<tr><td># port buffers</td><td>roughly 550</td></tr>
<tr><td>Number of placed instances with taps included</td><td>between 2000 and 3000</td></tr>
<tr><td>Estimated wirelength of the detail-placed design</td><td>42200 um</td></tr>
<tr><th colspan="2">CTS</th></tr>
<tr><td>Number of buffers inserted during clock tree synthesis</td><td>between 40 and 50</td></tr>
<tr><td># Post-CTS Setup Buffers</td><td>0</td></tr>
<tr><td>Count of instances resized after the clock tree is built</td><td>0</td></tr>
<tr><td>Maximum level of the CTS H-tree</td><td>2</td></tr>
<tr><td>Clock latency on the worst-skew pair</td><td>0.57 ns</td></tr>
<tr><td>Number of buffers added to fix hold violations after cts</td><td>0</td></tr>
<tr><td>CTS tree</td><td>built</td></tr>
<tr><td>Largest buffer count on any clock path</td><td>3</td></tr>
<tr><td>Number of clock sinks</td><td>331</td></tr>
<tr><td>Root buffer selected by CTS</td><td>sky130_fd_sc_hd__clkbuf_16</td></tr>
<tr><td>Register clock-pin slew on the reported worst setup and hold paths</td><td>0.06 ns</td></tr>
<tr><th colspan="2">Cells and area</th></tr>
<tr><td>Non-filler instance count after layout</td><td>between 2000 and 3000</td></tr>
<tr><td>Multi-input combinational cell area</td><td>between 6000 and 7000 um2</td></tr>
<tr><td>Most frequently placed logic cells in the final layout</td><td>sky130_fd_sc_hd__clkdlybuf4s50_1 (547), sky130_fd_sc_hd__dfrtp_1 (330), sky130_fd_sc_hd__mux2_2 (257), sky130_fd_sc_hd__ha_1 (67), sky130_fd_sc_hd__inv_1 (66)</td></tr>
<tr><td>Area growth from synthesis to layout</td><td>52.7%</td></tr>
<tr><td>Most common cell after layout, fill and taps aside</td><td>sky130_fd_sc_hd__clkdlybuf4s50_1</td></tr>
<tr><td>Fraction of layout cells with a size suffix above 1</td><td>slightly below 20%</td></tr>
<tr><td>Count of filler cells inserted in the layout</td><td>8325</td></tr>
<tr><td>Sequential cell area</td><td>~8300 um2</td></tr>
<tr><th colspan="2">Routing</th></tr>
<tr><td>Total routed wirelength</td><td>about 55000 um</td></tr>
<tr><td>Remaining number of nets flagged by the antenna check after routing</td><td>0</td></tr>
<tr><td>Vias</td><td>around 12000</td></tr>
<tr><td>DRC Markers</td><td>0</td></tr>
<tr><td>Number of iterations in the first detailed-routing pass</td><td>5</td></tr>
<tr><td>Detail-routed via count per cell</td><td>approximately 4.2</td></tr>
<tr><td>Number of DRC markers in iteration 0</td><td>745</td></tr>
<tr><td>Post-detailed-route wirelength per cell</td><td>about 19 um</td></tr>
<tr><th colspan="2">Hold path</th></tr>
<tr><td>Launch instance of the worst min-delay path</td><td>salsa_inst.round[4]</td></tr>
<tr><td>Worst min path class</td><td>reg -&gt; reg</td></tr>
<tr><td>Cells on Worst Hold Path</td><td>1</td></tr>
<tr><td>Endpoint, Worst Hold</td><td>salsa_inst.round[4]</td></tr>
<tr><th colspan="2">Die</th></tr>
<tr><td>Floorplan Core Area</td><td>82500 um2</td></tr>
<tr><td>Num ports</td><td>just under 600</td></tr>
<tr><td>Floorplan core density</td><td>a little under a fifth</td></tr>
<tr><td>Die extent in y</td><td>~310 um</td></tr>
<tr><td>Die area</td><td>95500 um2</td></tr>
<tr><td>Die width</td><td>309 um</td></tr>
<tr><td>Placement row count</td><td>between 100 and 150</td></tr>
<tr><th colspan="2">Power</th></tr>
<tr><td>Leak Pwr</td><td>slightly above 10 nW</td></tr>
<tr><td>PwrDens</td><td>92.8 nW/um2</td></tr>
<tr><td>Largest voltage drop on the vdd net</td><td>approximately 0.064 mV</td></tr>
<tr><th colspan="2">Global route</th></tr>
<tr><td>Aggregate global-route resource usage</td><td>between 10% and 20%</td></tr>
<tr><td>Global-route wire length before repair</td><td>between 70000 and 80000 um</td></tr>
<tr><td>Via count of the first global-routing pass</td><td>roughly 13000</td></tr>
<tr><td>Antenna violations before repair</td><td>4</td></tr>
<tr><td>Pin count of the biggest net entering global routing</td><td>112</td></tr>
<tr><td>Gr ovfl total</td><td>0</td></tr>
<tr><th colspan="2">Job</th></tr>
<tr><td>Maximum Capacitance Violations</td><td>0</td></tr>
<tr><td>Warning total across the stage logs</td><td>59</td></tr>
<tr><th colspan="2">Outcome</th></tr>
<tr><td>Outcome</td><td>complete, no violations</td></tr>
</table>
==> state kept, by name (all words and copies together) (netlist names) <==
signal and cells:
i_counter 32, j_counter 32, x_current 256, current_state 3, salsa_inst.round 5, salsa_inst.current_state 3
==> cells in the mapped netlist (2+ instances only) <==
master / number / area share, %
sky130_fd_sc_hd__dfrtp_1: 330 / 54
sky130_fd_sc_hd__mux2_2: 257 / 19
sky130_fd_sc_hd__ha_1: 67 / 5.5
sky130_fd_sc_hd__inv_1: 66 / 1.6
sky130_fd_sc_hd__nand2_1: 62 / 1.5
sky130_fd_sc_hd__clkbuf_1: 46 / 1.1
sky130_fd_sc_hd__o21ai_0: 44 / 1.4
sky130_fd_sc_hd__a21oi_1: 41 / 1.3
sky130_fd_sc_hd__nor2_1: 41 / 1.0
sky130_fd_sc_hd__nand4_1: 34 / 1.4
sky130_fd_sc_hd__nand3_1: 28 / 0.91
sky130_fd_sc_hd__o211ai_1: 28 / 1.4
sky130_fd_sc_hd__nor3_1: 23 / 0.75
sky130_fd_sc_hd__nor4_1: 17 / 0.69
sky130_fd_sc_hd__nand2b_1: 16 / 0.65
sky130_fd_sc_hd__a31oi_1: 12 / 0.49
sky130_fd_sc_hd__a21o_1: 11 / 0.54
sky130_fd_sc_hd__a221o_1: 10 / 0.65
sky130_fd_sc_hd__and2_1: 10 / 0.41
sky130_fd_sc_hd__buf_2: 10 / 0.33
sky130_fd_sc_hd__a211oi_1: 9 / 0.44
sky130_fd_sc_hd__and3_1: 9 / 0.37
sky130_fd_sc_hd__o41ai_1: 9 / 0.51
sky130_fd_sc_hd__o21a_1: 8 / 0.39
sky130_fd_sc_hd__mux2i_1: 7 / 0.46
sky130_fd_sc_hd__nor2b_1: 7 / 0.28
sky130_fd_sc_hd__o311ai_0: 7 / 0.40
sky130_fd_sc_hd__or2_2: 6 / 0.24
sky130_fd_sc_hd__and4_1: 4 / 0.23
sky130_fd_sc_hd__or3_1: 4 / 0.16
sky130_fd_sc_hd__or4_1: 4 / 0.20
sky130_fd_sc_hd__xnor2_1: 4 / 0.23
sky130_fd_sc_hd__nor4b_1: 3 / 0.17
sky130_fd_sc_hd__o31ai_1: 3 / 0.15
sky130_fd_sc_hd__a21boi_0: 2 / 0.098
sky130_fd_sc_hd__nor4_2: 2 / 0.16
sky130_fd_sc_hd__o21ai_1: 2 / 0.065
==> layout make-up <==
| class | count | share of cell area, % |
|---|---|---|
| sequential | 331 | 35.3 |
| clock inverter | 14 | 0.661 |
| tap | 1070 | 5.71 |
| antenna | 2 | 0.0213 |
| multi-input combinational | 805 | 28.2 |
| clock buffer | 60 | 5.02 |
| timing repair buffer | 566 | 24.0 |
| inverter | 66 | 1.06 |
==> worst max-delay path by stage <==
stage                from       endpoint  slack, ns  cells past startpoint
CTS           n_param[11]  i_counter[12]      14.76                     10
global route   n_param[9]  i_counter[10]      14.51                     10
finish        n_param[11]  i_counter[12]      14.73                     10
==> per-layer routing <==
metal	global-route usage, %	vias to the layer above	wire length [um]
li1	-	5720	-
met1	13.9	6004	21500
met2	17.5	460	26500
met3	4.27	74	5380
met4	2.67	2	1390
met5	0	-	13
==> power breakdown <==
group	leakage, nW	total (W)	switching [W]	internal (W)
logic	5.11	0.000603	0.000137	0.000466
registers	4.58	0.000897	0.000105	0.000793
clock network	0.652	0.000678	0.000279	0.000399
total	10.3	0.00218	0.000520	0.00166
==> worst max-delay path, stage by stage <==
cell and delay [ns]:
sky130_fd_sc_hd__clkdlybuf4s50_1 0.46, sky130_fd_sc_hd__inv_1 0.06, sky130_fd_sc_hd__ha_1 0.31, sky130_fd_sc_hd__nand4_1 0.14, sky130_fd_sc_hd__nor4_1 0.44, sky130_fd_sc_hd__a21boi_0 0.46
sky130_fd_sc_hd__o41a_1 0.48, sky130_fd_sc_hd__o21ai_1 0.41, sky130_fd_sc_hd__buf_4 0.33, sky130_fd_sc_hd__a31oi_1 0.17
==> per-stage QoR <==
| step | worst slack (ns) | area (um2) | hold slack, ns | power [W] | utilization (%) |
|---|---|---|---|---|---|
| floorplan | 15.52 | 15400 | 0.446 | 0.000988 | - |
| global placement | 14.18 | 22100 | 0.462 | 0.00152 | 26.8 |
| detailed placement | 14.17 | 22100 | 0.466 | 0.00152 | 26.8 |
| CTS | 14.76 | 23500 | 0.485 | 0.00223 | 28.4 |
| global route | 14.51 | 23500 | 0.499 | 0.00230 | 28.4 |
| finish | 14.73 | 23500 | 0.486 | 0.00218 | 28.4 |
==> kinds of logic after synthesis <==
family,after synthesis
flops,331
fa+ha+maj,67
simple gates,274
compound gates,196
xor+xnor,4
mux,264
buf+inv,123
No activity file was given, so power comes from the tool's default toggle rates.
